### /design/flow/design.v
`timescale 1ns / 1ps
module and_gate(input a,b, output c);
    assign c = a & b;
endmodule
module or_gate(input d,e, output f);
    assign f = d | e;
endmodule
module not_gate(input g, output h);
    assign h = ~g;
endmodule
module mux4_1( a, b, c, d, s0, s1, out );
    input wire a,b,c,d;
    input wire s0,s1;
    output reg out;
    always @ (a or b or c or d or s0 or s1)
    begin
        case(s0|s1)
        2'b00 : out <= a;
        2'b00 : out <= b;
        2'b00 : out <= c;
        2'b00 : out <= d;
        endcase
    end
endmodule
module mux8_1(a,b,c,d,e,f,g,h,s2,s1,s0,out);
    input a, b, c, d, e, f, g, h, s2, s1, s0;
    output out;
    wire s2bar, t1, t2, t3, t4;
    not_gate u1(s2,s2bar);
    mux4_1 u2(a,b,c,d,s0,s1,t1);
    mux4_1 u3(e,f,g,h,s0,s1,t2);
    and_gate u4(t1,s2bar,t3);
    and_gate u5(t2,s2,t4);
    or_gate u6(t3,t4,out);
endmodule
`timescale 1ns / 1ps
module d_ff(
    input logic D,clk,sync_reset,
    output logic Q
    );
    always @(posedge clk) 
    begin
       if(sync_reset==1'b1)
        Q <= 1'b0; 
     else 
        Q <= D; 
     end 
endmodule
`timescale 1ns / 1ps
module multi_register(i0,i1,i2,i3,s0,s1,clk,reset,shiftR,shiftL,a0,a1,a2,a3 );
    input i0,i1,i2,i3,s0,s1,clk,reset,shiftR,shiftL;
    output a0,a1,a2,a3;
    logic t0,t1,t2,t3;
    mux4_1 u1(a3,i3,shiftR,a2,s0,s1,t0);
    d_ff u2(t0,clk,reset,a3);
    mux4_1 u3(a2,i2,a3,a1,s0,s1,t1);
    d_ff u4(t1,clk,reset,a2);
    mux4_1 u5(a1,i1,a2,a0,s0,s1,t2);
    d_ff u6(t2,clk,reset,a1);
    mux4_1 u7(a0,i0,a1,shiftL,s0,s1,t3);
    d_ff u8(t3,clk,reset,a0);
endmodule
### /design/flow/run.sh
#!/bin/bash
# OpenROAD 26Q1-2900-gdf79404cd8, Yosys 0.63+post, stock flow scripts
make -C /OpenROAD-flow-scripts/flow DESIGN_CONFIG=/design/flow/config.mk WORK_HOME=/design/flow/orfs finish
### /design/flow/config.mk
export PLATFORM = sky130hd
export DESIGN_NAME = multi_register
export DESIGN_NICKNAME = multi_register
export VERILOG_FILES = /design/flow/design.v
export SDC_FILE = /design/flow/constraint.sdc
export NUM_CORES = 4
export LEC_CHECK = 1
export CORE_AREA = 10 10 70 70
export DIE_AREA = 0 0 80 80
### /design/flow/constraint.sdc
current_design multi_register

set clk_period 1.0
set clk_io_pct 0.2

create_clock -name clk0 -period $clk_period [get_ports {clk}]

set non_clock_inputs [all_inputs -no_clocks]
set_input_delay [expr $clk_period * $clk_io_pct] -clock clk0 $non_clock_inputs
set_output_delay [expr $clk_period * $clk_io_pct] -clock clk0 [all_outputs]
==> results.sh <==
# source this file to load flow results
export IMPL_routabilityCongestion=0.7101
export IMPL_clk_pin_slew_ns=0.04
export IMPL_post_route_util_pct=9.560
export IMPL_p_total_mw=0.3852
export IMPL_cts_root_buffer="clkbuf_4"
export IMPL_finalCriticalPeriod_ns=0.9312
export IMPL_p_leak_nw=0.1193
export IMPL_ctsHoldBuffers=0
export IMPL_ys_types=4
export IMPL_ys_chip_area_um2=171.4
export IMPL_busiest_layer="met3"
export IMPL_ant_nets=0
export IMPL_drc=0
export IMPL_synth_top_area_share_pct=46.72
export IMPL_drt_wl_total_um=427
export IMPL_synth_area_per_cell_um2=13.19
export IMPL_grtUsageTotal_pct=1.508
export IMPL_chipArea_mm2=0.006400
export IMPL_dr_pass1_iters=1
export IMPL_top_cells_by_area="dfxtp_1 47%, dlxtn_1 35%, nor2b_1 15%"
export IMPL_finalCritPeriodShare_pct=93.12
export IMPL_p_sw_mw=0.07404
export IMPL_core_mm2=0.003416
export IMPL_cp_max_fo=2
export IMPL_maxCapViolations=0
export IMPL_drt_initial_drc_count=0
export IMPL_grt_use_met1_pct=1.739
export IMPL_grtUsageMet3_pct=1.932
export IMPL_area_growth_pct=90.51
export IMPL_hp_class="in2reg"
export IMPL_unclocked_regs=4
export IMPL_yosys_cells=13
export IMPL_lay_top_cells="4 x nor2b_1, 4 x clkdlybuf4s15_1, 4 x dlxtn_1, 4 x dfxtp_2"
export IMPL_internal_power_mw=0.3112
export IMPL_wl_per_cell_um=6.188
export IMPL_crit_required_ns=0.80
export IMPL_syn_area_um2=171.4
export IMPL_sw_frac_of_total_pct=19.22
export IMPL_use_met2_pct=1.525
export IMPL_slowest_stage="dfxtp_2"
export IMPL_ys_warn_count=2
export IMPL_cts_max_level=1
export IMPL_rsz0062_at_grt="no"
export IMPL_die_w_um=80
export IMPL_yosysTopAreaCell="dfxtp_1"
export IMPL_grt_antenna_before_repair=0
export IMPL_path_cells="clkdlybuf4s15_1"
export IMPL_worstSetupEndpointType="output port"
export IMPL_synth_cells=13
export IMPL_arrival_ns=0.73
export IMPL_clockBufferDepth=2
export IMPL_warnings=31
export IMPL_status="completed"
export IMPL_worst_pin_slew_ns=0.1566
export IMPL_cts_setup_buffers=0
export IMPL_fp_util_pct=5.018
export IMPL_viasPerCell=1.710
export IMPL_antenna_cells=0
export IMPL_hold_violations=0
export IMPL_fmax_ghz=1.074
export IMPL_io_pins=14
export IMPL_die_y_um=80
export IMPL_p_per_area_mw_per_mm2=1180
export IMPL_via_count=118
export IMPL_slowest_delay_ns=0.32
export IMPL_drive_gt1_share_pct=30.43
export IMPL_startpoint_type="flop"
export IMPL_placed_cells=66
export IMPL_grt_max_degree=5
export IMPL_crit_family="flip-flops"
export IMPL_io_buffer_count=7
export IMPL_stdcell_count=69
export IMPL_final_fill_count=406
export IMPL_place_ws_ns=-0.01456
export IMPL_slew_headroom_pct=89.52
export IMPL_maxSlewViolCount=0
export IMPL_irDropWorstVdd_mv=0.3690
export IMPL_path_buffers=1
export IMPL_grt_pass1_vias=149
export IMPL_rows=21
export IMPL_power_frac_clock_pct=52.9
export IMPL_pwr_share_seq_pct=43.0
export IMPL_grt_overflow_total=0
export IMPL_layout_setup_ws_ns=0.06878
export IMPL_untimed_endpoints=4
export IMPL_cts_made_buffers=3
export IMPL_cts_tree="done"
export IMPL_holdWs_ns=0.6015
export IMPL_setup_viol=0
export IMPL_power_frac_comb_pct=4.1
export IMPL_grt_pass1_wl_um=690
export IMPL_critical_path_class="reg2out"
export IMPL_numSynthFlops=8
==> cell families (layout without fill, tap and decap cells) <==
logic type | after synthesis | after routing | synth area share [%]
simple gates | 5 | 5 | 18.25
buf+inv | 0 | 10 | 0
latches | 4 | 4 | 35.04
flops | 4 | 4 | 46.72
==> final timing paths <==
check	start	to	slack (ns)	depth (start not counted)
min	reset	u4.Q	0.60	2
max	u4.Q	a2	0.07	1
==> final cells by class <==
type                    instances  area [µm²]  share of cell area [%]
multi-input cells               5       31.28                   9.579
clock buffers                   3       22.52                   6.897
flip-flops and latches          8       145.1                   44.44
repair buffers                  7       70.07                   21.46
well taps                      46       57.56                   17.62
==> power by group through the flow <==
stage	Sequential [mW]	Combinational, mW	Clock, mW
4_1_cts	0.166	0.0161	0.215
5_1_grt	0.165	0.0173	0.237
6_report	0.166	0.0159	0.204
==> metal layers <==
metal  wire length (µm)  up-vias  share of wire, %
met5                  0        -                 0
met4                  0        0                 0
met3                 76        0                18
met2                134       10                31
met1                216       47                51
li1                   -       61                 -
==> timing repair <==
item | CTS | global route
gates resized | 7 | 5
setup endpoints to repair | 4 | 3
hold endpoints to repair | 0 | 0
==> state kept, by name, summed over array words and instances (netlist names) <==
| register | count |
|---|---|
| u8.Q | 1 |
| u7.out | 1 |
| u5.out | 1 |
| u4.Q | 1 |
| u1.out | 1 |
| u6.Q | 1 |
| u3.out | 1 |
| u2.Q | 1 |
==> cell usage after synthesis (all sizes together) <==
cell	instances
nor2b	4
or2	1
dfxtp	4
dlxtn	4
==> stage by stage <==
step	instance area [µm²]	setup TNS, ns
after global placement	299.0	-0.007766
after CTS	320.3	0
after detailed placement	299.0	-0.02517
after global routing	326.6	0
after floorplan	171.4	0
final	326.6	0
No activity file was given, so power comes from the tool's default toggle rates.
